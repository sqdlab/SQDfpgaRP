### flow/config.mk
export PLATFORM = sky130hd
export DESIGN_NAME = controller
export DESIGN_NICKNAME = controller
export VERILOG_FILES = /design/flow/design.v
export SDC_FILE = /design/flow/constraint.sdc
export NUM_CORES = 4
export LEC_CHECK = 1
export CORE_UTILIZATION = 30
### flow/constraint.sdc
current_design controller

set clk_period 2.0
set clk_io_pct 0.2

create_clock -name clk0 -period $clk_period [get_ports {clk}]

set non_clock_inputs [all_inputs -no_clocks]
set_input_delay [expr $clk_period * $clk_io_pct] -clock clk0 $non_clock_inputs
set_output_delay [expr $clk_period * $clk_io_pct] -clock clk0 [all_outputs]
### flow/design.v
`timescale 1ns / 1ps
module controller(
    input clk,
    input [31:0] data_input,
    output reg cpu_trig,
    output reg [23:0] repetitions,
    output reg [23:0] samples,
    output reg [23:0] generator_hops,
    output reg [7:0] led_o
);
reg state;
reg prev_new_data_flag;
initial begin
	$dumpfile("waves.vcd");
	$dumpvars();
    state = 1'd0;
    prev_new_data_flag = 0;
    cpu_trig = 0;
    repetitions = 24'd0;
    samples = 24'd0;
    generator_hops = 24'd0;
    led_o = 8'b0;
end
always @(posedge clk) begin
    prev_new_data_flag <= data_input[31];
    led_o[7] <= data_input[31];
    case (state)
        1'b0: 
            begin 
                cpu_trig <= 0;             
                if (data_input[31] != prev_new_data_flag)  
                    state <=  1'b1;               
                else                
                    state <= 1'b0;               
            end
        1'b1: 
            begin
                if (data_input[30:25] == 0 && data_input[24] == 1)  
                    begin
                    cpu_trig <= 1;
                    led_o[6:0] <= {1'b1, 6'b0};
                    state <= 1'b0;
                    end
                else if (data_input[30:25] == 6'b111111)  
                    begin
                    cpu_trig <= 0;
                    repetitions <= data_input[23:0];
                    led_o[6:0] <= {1'b0, data_input[5:0]};
                    state <= 1'b0;
                    end
                else if (data_input[30:25] == 6'b111110)  
                    begin
                    cpu_trig <= 0;
                    samples <= data_input[23:0];
                    led_o[6:0] <= {1'b0, data_input[5:0]};
                    state <= 1'b0;
                    end
                else if (data_input[30:25] == 6'b111101)  
                    begin
                    cpu_trig <= 0; 
                    generator_hops <= data_input[23:0];
                    led_o[6:0] <= {1'b0, data_input[5:0]};
                    state <= 1'b0;
                    end
                else  
                    begin
                    state <= 1'b0;
                    led_o[6:0] <= 7'b0;
                    end
            end
    endcase
end
endmodule
### flow/run.sh
#!/bin/bash
# OpenROAD 26Q1-2900-gdf79404cd8, Yosys 0.63+post, stock flow scripts
make -C /OpenROAD-flow-scripts/flow DESIGN_CONFIG=/design/flow/config.mk WORK_HOME=/design/flow/orfs finish
==> out/metrics.cfg <==
[floorplanning]
fp_util_pct=31.4
ios=114
core-area_mm2=0.00830
rows=33
dieArea_mm2=0.00906
dieHeight_um=95.2
die_w_um=95.2

[pwr]
p_sw_share_pct=18.6
p_leak_nw=1.42
p_int_w=0.00272
pwr-share-clk_pct=37.9
pwr_density_cell_mw_per_mm2=799
p_comb_share_pct=4.6
p_sw_w=0.000620
peakVddDrop_mv=0.287
seq_power_share_pct=57.5

[logic_synthesis]
synthTopCellsByArea=edfxtp_1 92%, and3_2 1.7%, dfxtp_1 1.5%
synth_seq_share_pct=93.7
ys_types=16
synth_flops=82
synthesis.area_mm2=0.00261
ys_area_mm2=0.00261
ys_cells=108
synth.top_cell.area_share_pct=92.2
ys_warn_count=3
top_area_cell=edfxtp_1
synth_area_per_cell_um2=24.1
synth_cells=108

[sta]
rsz0062_at_grt=no
finalSetupViolCount=0
worstMarginPinSlew_ns=0.234
fin_skew_ns=0.00647
hold_viol_final=0
fin_ws_ns=0.399
final.setup.tns_ns=0
finalCritPeriodShare_pct=80.0
fin_crit_ns=1.60
hold_ws_ns=0.528
final-max-slew-violation-count=0
clock.fmax_mhz=625
relSlewSlack_pct=84.3

[drt]
drtIter0Drc=38
drt_pre_antenna_iters=4
antenna_left=0
wire_per_inst_um=15.0
drc=0
via_per_inst=4.19
antenna_cells=0
via_count=1458
routed_wl_um=5230

[global_routing]
grt_antenna_before_repair=0
grt_pass1_vias=1530
grt_usage_pct=12.4
grt_pass1_wl_um=7530
overflow=0
grt_max_degree=18

[clock_tree]
h-tree-depth=3
cts_tree=yes
numCtsBuffers=9
worstSkewPairLatency_ns=0.34
cts_root_buffer=clkbuf_8
cts.clk_slew.worst_paths_ns=0.08
cts_sinks=82
cts-resized-gates=0
clock_path_buffers=2
hold_buffers=0
postCtsSetupBuffers=0

[worst_setup_path]
path_max_fanout=7
path_class=input pin to register
cp_slowest_cell=clkdlybuf4s50_1
cp.arrival_ns=1.65
reg2reg_slack_ns=0.85
crit_required_ns=2.05
cp-end-kind=register
start_kind=input pin
cp_cell_sequence=clkdlybuf4s50_1 > and4_1 > nand3_2 > nor2_2 > buf_4
slowest_delay_ns=0.48

[cells_and_area]
fin_util_pct=50.3
layout-drive-gt1-share_pct=14.0
area_delta_synth_final_pct=60.2

[run]
drv_cap=0
openroad.warnings=26

[place]
dp_hpwl_um=3720
place_congestion=0.813
io_buffers=113
pre_cts_slack_ns=0.0358

[outcome]
run_status=finished, final reports clean

[hold_path]
hold_path_class=register to register

## final cells by class
class	instances	area, um^2
clock buffer	10	128
clock inverter	6	90.1
fill	667	4120
inverter	3	11.3
multi-input combinational	21	145
sequential	82	2440
tap	105	131
timing repair buffer	121	1230
## cell usage after synthesis
cell,count
and4_1,1
or2_4,1
inv_1,3
dfxtp_1,2
a21oi_1,1
nor3_2,1
buf_4,1
buf_6,1
nor4_1,1
xnor2_1,1
nand2_1,2
nand3_1,1
edfxtp_1,80
nor2_1,5
and3_2,6
nand3_2,1
## path summary, 6_finish.rpt
kind	start	end	cells past startpoint
max	data_input[29]	repetitions[8]	5
min reg2reg	prev_new_data_flag	state	2
max reg2reg	state	repetitions[8]	3
min	prev_new_data_flag	state	2
## layer usage
| metal | routed length (um) | GRT usage [%] | share of wire, % |
|---|---|---|---|
| met1 | 2210 | 17.2 | 42 |
| met2 | 2140 | 16.8 | 41 |
| met3 | 832 | 9.41 | 16 |
| met4 | 53 | 1.77 | 1.0 |
| met5 | 0 | 0 | 0 |
## placed cells by master (no fill, tap or decap), drive strengths merged, types with 2 or more instances in the layout
cell type / Yosys / routed
clkdlybuf4s50: 0 / 113
edfxtp: 80 / 80
clkbuf: 0 / 10
buf: 2 / 8
and3: 6 / 6
nor2: 5 / 5
inv: 3 / 4
nand2: 2 / 2
bufinv: 0 / 2
dfxtp: 2 / 2
nand3: 2 / 2
clkinv: 0 / 2
## critical path, delay by kind of cell
kind / cells / cell delay [ns]
buf+inv: 2 / 0.69
simple gates: 3 / 0.56
## per-stage QoR
step | cell area, um^2 | total power [W] | cells
after floorplan | 2610 | 0.00198 | 108
after detailed placement | 3960 | 0.00211 | 332
after CTS | 4180 | 0.00338 | 348
after global placement | 3960 | 0.00211 | 332
after global routing | 4180 | 0.00345 | 348
final | 4180 | 0.00334 | 348
## kinds of logic (layout without fill, tap and decap cells)
group	count (synthesis)	in the layout	synth area share, %
compound gates	1	1	0.192
xor+xnor	1	1	0.336
buf+inv	5	140	1.15
flops	82	82	93.7
simple gates	19	19	4.61
## sequential cells by signal (all words and copies together), names as in the netlist
name,count
cpu_trig,1
repetitions,24
samples,24
prev_new_data_flag,1
led_o,7
state,1
generator_hops,24
## power groups by stage
stage	clock [W]	combinational, W	sequential (W)
5_1_grt	0.00136	0.000166	0.00192
6_report	0.00126	0.000153	0.00192
4_1_cts	0.00131	0.000156	0.00192
No activity file was given, so power comes from the tool's default toggle rates.
