$ cat flow/config.mk
export PLATFORM = sky130hd
export DESIGN_NAME = trigger_FSM
export DESIGN_NICKNAME = trigger_FSM
export VERILOG_FILES = /design/flow/design.v
export SDC_FILE = /design/flow/constraint.sdc
export NUM_CORES = 4
export LEC_CHECK = 1
export CORE_UTILIZATION = 30
$ cat flow/constraint.sdc
current_design trigger_FSM

set clk_period 8.9
set clk_io_pct 0.2

create_clock -name clk0 -period $clk_period [get_ports {clk}]

set non_clock_inputs [all_inputs -no_clocks]
set_input_delay [expr $clk_period * $clk_io_pct] -clock clk0 $non_clock_inputs
set_output_delay [expr $clk_period * $clk_io_pct] -clock clk0 [all_outputs]
$ cat flow/design.v
`timescale 1ns / 1ps
module trigger_FSM(
    input clk,
    input [13:0] adc_A,  
    input trig,
    input sniff_trig,
    input [23:0] max_sample_cnt,  
    input [23:0] max_repetition_cnt,
    output reg [13:0] data_out_A,
    output reg write_enable,
    output [7:0] led
);
reg [1:0] state;
reg last_trig;
reg [23:0] sample_cnt;
reg [23:0] rep_cnt;
initial begin
	$dumpfile("waves.vcd");
	$dumpvars();
    state = 2'd0;
    sample_cnt = 24'd0;
    rep_cnt = 24'd0;
    data_out_A = 14'd0;
    write_enable = 1'd0;
end
assign led[1:0] = state; 
always @(posedge clk) begin
    last_trig <= trig;
    case (state)
        2'b0: 
            begin
                rep_cnt <= max_repetition_cnt;
                if (sniff_trig == 1)
                begin
                    state <=  2'b1;
                end
                else
                begin
                    state <= 2'b0;
                end
                write_enable <= 1'b0;
            end
        2'b1: 
            begin
                sample_cnt <= 24'd5;     
                write_enable <= 1'b0;
                if (rep_cnt == 0)
                    state <= 2'b0;
                else if (trig == 1'b1 && last_trig == 1'b0)
                    state <= 2'b10;
                else
                    state <= 2'b1;
            end
        2'b10:
            begin 
                if (sample_cnt == 24'd0)
                    begin
                    state <= 2'b11;  
                    sample_cnt <= max_sample_cnt;
                    data_out_A <= adc_A;
                    write_enable <= 1'b1;
                    end
                else
                    begin
                    state <= 2'b10;
                    sample_cnt <= sample_cnt - 24'd1;
                    write_enable <= 1'b0;
                    end
            end
        2'b11:
            begin 
            if (sample_cnt == 24'd0)
                begin
                state <= 2'b1;
                write_enable <= 1'b0;
                rep_cnt <= rep_cnt - 24'd1;
                end
            else
                begin
                state <= 2'b11;
                sample_cnt <= sample_cnt - 24'd1;
                write_enable <= 1'b1;
                end
            data_out_A <= adc_A;
            end
    endcase
end
endmodule
$ cat flow/run.sh
#!/bin/bash
# OpenROAD 26Q1-2900-gdf79404cd8, Yosys 0.63+post, stock flow scripts
make -C /OpenROAD-flow-scripts/flow DESIGN_CONFIG=/design/flow/config.mk WORK_HOME=/design/flow/orfs finish
==> flow_summary.yaml <==
# implementation run metrics
run_status:
  outcome: "finished, final reports clean"
global_routing:
  first_global_vias: 2848
  grt_max_degree: 29
  grt_antenna_before_repair: 0
  grt_overflow_total: 0
  grt_first_pass_wirelength_um: 13950
  groute.layer.met1.usage_pct: 21.50
  grt_util_all_layers_pct: 14.14
  globalRouteMet2Util_pct: 21.46
  grt-busiest-layer: "met1"
  use_met3_pct: 4.277
clock_network:
  clock_sink_count: 66
  clock_path_buffers: 2
  cts_max_level: 3
  clk_pin_slew_worst_paths_ps: 50
  clk_root_buffer_cell: "sky130_fd_sc_hd__clkbuf_16"
  tritoncts: "done"
  clk-insertion-delay-late_ps: 330
  hold_buffers_post_cts: 0
  tritoncts.num_buffers: 9
  cts_setup_buffers: 0
  post_cts_resize_count: 0
synthesis:
  async_set_reset_flop_share_out_of_synthesis_pct: 0
  synthesis.instances: 351
  synth_top_flop_cell: "sky130_fd_sc_hd__edfxtp_1"
  post-synth-top-area-fraction_pct: 49.83
  yosys-top-cells-area: "sky130_fd_sc_hd__edfxtp_1, sky130_fd_sc_hd__o31ai_1, sky130_fd_sc_hd__o21ai_0"
  synth-simple-area-share_pct: 20.86
  top_post_synthesis_cells_by_count: "sky130_fd_sc_hd__edfxtp_1, sky130_fd_sc_hd__nor2_1, sky130_fd_sc_hd__o21ai_0"
  postSynthAreaPerCell_um2: 10.64
  yosysCellCount: 351
  synth.comb.largest_family: "simple AND/OR/NAND/NOR gates"
  yosys.area_share.adder_pct: 1.340
  synth.area.mux_share_pct: 0
  yosys_chip_area_um2: 3736
  netlist_area_um2: 3736
  synth-compound-area-share_pct: 16.58
  enable_flop_cells: 62
  synthXorXnorAreaFrac_pct: 5.157
  synth.ff_latch_count: 66
  yosys.cell_count.top_type: "sky130_fd_sc_hd__edfxtp_1"
  ys_seq_share_pct: 51.98
  synth.yosys.warnings: 9
  ys_types: 53
  synth_top_cell_by_area: "sky130_fd_sc_hd__edfxtp_1"
detailed_routing:
  diodes: 0
  detail_route.vias_per_cell: 5.066
  wirelength_um: 8558
  iteration_tally_of_the_first_detailed_router_pass: 4
  route.antenna.remaining_nets: 0
  routedWlPerCell_um: 14.22
  remaining_drc_errors: 0
  routed-via-count: 3050
  drt_iter0_markers: 169
critical_path:
  r2r_cells: 4
  timing.critical_path.arrival_ps: 1380
  path_depth: 1
  crit_path_start_kind: "register"
  critical_path.top_delay_family: "buffers and inverters"
  critical_path_class: "register to output pin"
  crit_slowest_cell: "sky130_fd_sc_hd__clkdlybuf4s50_1"
  required_worst_endpoint_ps: 7120
  crit_path_end_kind: "output pin"
  crit_fanout: 10
  timing.critical_path.slowest_cell_delay_ps: 550
  worst-path-buf-inv: 1
  cp_cell_sequence: "clkdlybuf4s50_1"
placed_design:
  portBuffers: 81
  post-dp-hpwl_um: 5895
  dpl_cell_area_um2: 4698
  gpl.final_weighted_congestion: 0.8721
  dp.cells: 586
floorplanning:
  initial_utilization_pct: 30.98
  io_pins: 88
  die.size.y_um: 113.6
  core_region_area_um2: 12060
  floorplan.die_area_um2: 12900
  rows: 40
  dieWidth_um: 113.6
cells_and_area:
  postLayoutCellArea_um2: 4977
  fin_util_pct: 41.27
  drive_above_1_share_pct: 7.373
  final_cell_count_no_fill: 602
  area_growth_pct: 33.22
timing:
  tightest_slew_ps: 819.7
  unrepaired_setup_endpoints_after_global_routing: "no"
  maxSlewHeadroom_pct: 45.35
  finalClockSkew_ps: 7.418
  finalMaxSlewViolations: 0
  fin_crit_sh_pct: 35.56
  fmaxAchievable_mhz: 316.0
  hold_viol: 0
  fin_setup_tns_ps: 0
  final.min_clock_period_ps: 3165
  timing.final.setup_violations: 0
pwr:
  report.power.total_uw: 712.0
  power.density_nw_per_um2: 143.0
  leakage_nw: 1.519
  maximum_ir_drop_on_the_vdd_rail_uv: 68.61
hold_path:
  hold_path_depth: 3
  worstHoldPathType: "register to register"
flow_run:
  stage_log_warnings: 27
  timing.max_cap.violations: 0
-- metal layers --
layer,routed length (µm),part of all wire [%],vias up
met3,630,7.4,8
li1,-,-,1526
met4,96,1.1,0
met2,3775,44,92
met1,4056,47,1424
met5,0,0,-
-- worst paths after layout --
| check | end | start | slack [ps] |
|---|---|---|---|
| setup reg to reg | data_out_A[4] | sample_cnt[12] | 6250 |
| setup / recovery | led[0] | state[0] | 5740 |
| hold / removal | state[1] | last_trig | 580 |
| hold reg to reg | state[1] | last_trig | 580 |
-- kinds of logic (layout without fill, tap and decap cells) --
kind of cell    count (synthesis)  after routing
compound gates                 96             96
xor+xnor                       22             22
fa+ha+maj                       4              4
buf+inv                        31            109
flops                          66             66
other cells                     1              6
simple gates                  131            131
-- registers in the layout, summed over array words and instances, names as in the netlist --
signal,flops
data_out_A,14
last_trig,1
rep_cnt,24
sample_cnt,24
state,2
write_enable,1
-- layout by cell type, fill, tap and decap left out, types with 4 or more instances in the layout --
cell type	count
sky130_fd_sc_hd__o21ai_0	26
sky130_fd_sc_hd__o31ai_1	22
sky130_fd_sc_hd__buf_4	6
sky130_fd_sc_hd__nand3_1	7
sky130_fd_sc_hd__conb_1	6
sky130_fd_sc_hd__or4_1	7
sky130_fd_sc_hd__ha_1	4
sky130_fd_sc_hd__or3_1	15
sky130_fd_sc_hd__nor3_1	15
sky130_fd_sc_hd__inv_1	5
sky130_fd_sc_hd__a21oi_1	8
sky130_fd_sc_hd__xnor2_1	11
sky130_fd_sc_hd__nand4_1	8
sky130_fd_sc_hd__nand2_1	19
sky130_fd_sc_hd__nand2b_1	4
sky130_fd_sc_hd__a31oi_1	19
sky130_fd_sc_hd__nor2_1	26
sky130_fd_sc_hd__clkdlybuf4s50_1	81
sky130_fd_sc_hd__clkbuf_16	9
sky130_fd_sc_hd__a211oi_1	5
sky130_fd_sc_hd__nor4_1	8
sky130_fd_sc_hd__xor2_1	11
sky130_fd_sc_hd__dfxtp_1	4
sky130_fd_sc_hd__edfxtp_1	62
-- layout make-up --
class	count	area (µm²)
clock buffers	12	236.5
clock inverters	4	42.54
fillers	1167	7084
inverters	6	22.52
multi-input cells	259	1668
flip-flops and latches	66	1942
well taps	168	210.2
repair buffers	87	855.8
-- stage by stage --
stage | hold WS [ps] | setup slack, ps
global route | 629.7 | 5655
floorplan | 529.1 | 6234
detailed placement | 573.5 | 5886
global placement | 570.1 | 5898
CTS | 579.0 | 5708
finish | 575.2 | 5735
-- report_power, final --
group / leakage [nW] / switching (mW) / total (mW) / internal (mW)
Clock: 0.136 / 0.123 / 0.337 / 0.215
Combinational: 0.761 / 0.00515 / 0.0348 / 0.0297
Sequential: 0.622 / 0.000793 / 0.340 / 0.339
Total: 1.52 / 0.129 / 0.712 / 0.583
Power figures rest on the tool's default switching activity, not on a simulated workload.
